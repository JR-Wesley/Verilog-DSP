`./run.sh`:
```
#!/bin/bash
# OpenROAD 26Q1-2900-gdf79404cd8, Yosys 0.63+post, stock flow scripts
make -C /OpenROAD-flow-scripts/flow DESIGN_CONFIG=/design/flow/config.mk WORK_HOME=/design/flow/orfs finish
```
`./config.mk`:
```
export PLATFORM = sky130hd
export DESIGN_NAME = str_usdiv
export DESIGN_NICKNAME = str_usdiv
export VERILOG_FILES = /design/flow/design.v
export SDC_FILE = /design/flow/constraint.sdc
export NUM_CORES = 4
export LEC_CHECK = 1
export CORE_UTILIZATION = 50
```
`./constraint.sdc`:
```
current_design str_usdiv

set clk_period 3.1
set clk_io_pct 0.2

create_clock -name clk0 -period $clk_period [get_ports {clk}]

set non_clock_inputs [all_inputs -no_clocks]
set_input_delay [expr $clk_period * $clk_io_pct] -clock clk0 $non_clock_inputs
set_output_delay [expr $clk_period * $clk_io_pct] -clock clk0 [all_outputs]
```
`./design.v`:
```
`timescale 1ns/1ps
`default_nettype none
module str_usdiv_stg #(
    parameter int DW = 8
)( 
    input  wire           clk          ,
    input  wire           rst          ,
    input  wire  [DW-1:0] in_remainder ,
    input  wire  [DW-1:0] in_dividend  ,
    input  wire  [DW-1:0] in_divisor   ,
    input  wire  [DW-1:0] in_quotient  ,
    input  wire           in_last      ,
    input  wire           in_valid     ,
    output logic          in_ready     ,
    output logic [DW-1:0] out_remainder,
    output logic [DW-1:0] out_dividend ,
    output logic [DW-1:0] out_divisor  ,
    output logic [DW-1:0] out_quotient ,
    output logic          out_last     ,
    output logic          out_valid    ,
    input  wire           out_ready    
);
    wire ish = in_valid & in_ready;
    wire osh = out_valid & out_ready;
    assign in_ready = osh | ~out_valid;
    always_ff @( posedge clk ) begin : proc_out_valid
        if(rst) out_valid <= 1'b0;
        else if(ish) out_valid <= 1'b1;
        else if(out_ready) out_valid <= 1'b0;
    end
    wire [DW-1:0] exdd = {in_remainder[DW-2:0], in_dividend[DW-1]};
    wire enough = exdd >= in_divisor;
    always_ff @( posedge clk ) begin : proc_output
        if(rst) begin
            out_remainder <= '0;
            out_dividend  <= '0;
            out_divisor   <= '0;
            out_quotient  <= '0;
            out_last      <= 1'b0;
        end
        else if(ish) begin
            out_remainder <= enough ? exdd - in_divisor : exdd;
            out_dividend  <= {in_dividend[DW-2:0], 1'b0};
            out_divisor   <= in_divisor;
            out_quotient  <= {in_quotient[DW-2:0], enough};
            out_last      <= in_last;
        end
    end
endmodule
module str_usdiv #(
    parameter int DW       = 8,
    parameter int PRESHIFT = 0
)(
    input  wire           clk          ,
    input  wire           rst          ,
    input  wire  [DW-1:0] in_dividend  ,
    input  wire  [DW-1:0] in_divisor   ,
    input  wire           in_last      ,
    input  wire           in_valid     ,
    output logic          in_ready     ,
    output logic [DW-1:0] out_quotient ,
    output logic [DW-1:0] out_remainder,
    output logic          out_last     ,
    output logic          out_valid    ,
    input  wire           out_ready
);
    localparam int STG = DW - PRESHIFT;
    wire [DW-1:0] rem  [STG+1];
    wire [DW-1:0] ddent[STG+1];
    wire [DW-1:0] dsor [STG+1];
    wire [DW-1:0] quot [STG+1];
    wire          last [STG+1];
    wire          valid[STG+1];
    wire          ready[STG+1];
    assign {rem[0], ddent[0]} 
                    = (2*DW)'(in_dividend) << PRESHIFT;
    assign dsor [0] = in_divisor;
    assign quot [0] = '0;
    assign last [0] = in_last;
    assign valid[0] = in_valid;
    assign in_ready = ready[0];
    generate
        for(genvar i = 0; i < STG; i++) begin : stgs
            str_usdiv_stg #( .DW(DW) )
            divs(
                .clk          (clk       ),
                .rst          (rst       ),
                .in_remainder (rem  [i]  ),
                .in_dividend  (ddent[i]  ),
                .in_divisor   (dsor [i]  ),
                .in_quotient  (quot [i]  ),
                .in_last      (last [i]  ),
                .in_valid     (valid[i]  ),
                .in_ready     (ready[i]  ),
                .out_remainder(rem  [i+1]),
                .out_dividend (ddent[i+1]),
                .out_divisor  (dsor [i+1]),
                .out_quotient (quot [i+1]),
                .out_last     (last [i+1]),
                .out_valid    (valid[i+1]),
                .out_ready    (ready[i+1])
            );
        end
    endgenerate
    assign out_remainder = rem  [STG];
    assign out_quotient  = quot [STG];
    assign out_last      = last [STG];
    assign out_valid     = valid[STG];
    assign ready[STG]     = out_ready;
endmodule
`default_nettype wire
```
==> flow_metrics.py <==
# Physical implementation metrics
metrics = {
    "status": {
        "status": "completed",
    },
    "power_and_ir_drop": {
        "p_seq_share_pct": 49.1,
        "combPwrFrac_pct": 10.2,
        "switching_power_mw": 1.261,
        "p_sw_share_pct": 24.29,
        "p_leak_nw": 3.942,
        "ir_worst_vdd_v": 0.0003552,
        "p_int_mw": 3.931,
        "power.clock.fraction_pct": 40.7,
        "p_per_area_nw_per_um2": 464.9,
    },
    "detailed_routing": {
        "antenna_cells_inserted": 0,
        "drt_pass1_iterations": 4,
        "ant_nets": 0,
        "post-route-drc-count": 0,
        "routedWlPerCell_um": 14.52,
        "wl_mm": 22.60,
        "post_drt_via_cell_ratio": 5.429,
        "drt_iter0_markers": 396,
        "vias": 8447,
    },
    "critical_path": {
        "rr_endpoint": "stgs[5].divs.out_remainder[2]$_SDFFE_PP0P_",
        "worstReg2RegStart": "stgs[4].divs.out_divisor[0]$_SDFFE_PP0P_",
        "required_ps": 2480,
        "endpoint_kind": "output port",
        "start_kind": "input pin",
        "crit_arrival_ps": 2120,
        "rr_worst_depth": 9,
        "worstPathMaxFanout": 3,
        "rrSetupSlack_ps": 480,
        "criticalPathCategory": "in -> out",
    },
    "synth": {
        "fa_ha_area_share_pct": 8.665,
        "top_cells_by_area": "dfxtp_1 (39%), nand2_1 (10%), a21oi_1 (9.8%), ha_1 (7.3%), inv_1 (3.2%)",
        "syn_avg_cell_area_um2": 7.880,
        "yosysTopAreaCellShare_pct": 38.67,
        "synth_flops": 193,
        "edf_count": 0,
        "synthSimpleGateAreaFrac_pct": 21.45,
        "ff_type": "dfxtp_1",
        "synth.logic.top_family": "simple AND/OR/NAND/NOR gates",
        "ys_async_sr_fraction_pct": 0,
        "synthAoiAreaFrac_pct": 20.64,
        "xor_share_pct": 1.928,
        "syn-cell-area_um2": 9992,
        "syn-instance-count": 1268,
        "yosys.cell_types.count": 57,
        "yosys_cells": 1268,
        "yosysTopAreaCell": "dfxtp_1",
        "synth_warnings": 2,
        "ys_area_um2": 9992,
        "ys_sh_mux_pct": 1.916,
        "ys_seq_share_pct": 38.67,
    },
    "cts": {
        "clkTransAtPathRegs_ps": 70,
        "postCtsSetupBuffers": 0,
        "cts-htree-levels": 4,
        "worstSkewPairLatency_ps": 420,
        "cts_sinks": 193,
        "cts_buffers": 17,
        "cts_root_buf": "clkbuf_16",
        "cts_resized": 0,
        "cts_tree": "done",
        "cts_buffer_depth": 2,
        "cts_hold_buf": 0,
    },
    "job": {
        "maxCapViolCount": 0,
        "warnings": 25,
    },
    "die": {
        "ios": 40,
        "initial_core_util_pct": 51.17,
        "rows": 51,
        "fp.dieW_um": 143.4,
        "core_um2": 19530,
        "dieArea_um2": 20550,
        "die_h_um": 143.4,
    },
    "grt": {
        "gr-total-overflow": 0,
        "antenna_found_initial": 0,
        "grt_max_degree": 100,
        "grt_pass1_wl_mm": 37.80,
        "first_global_vias": 7692,
        "track_usage_pct": 23.48,
    },
    "final_timing": {
        "fin_crit_sh_pct": 88.29,
        "clock_skew_ps": 6.008,
        "setup_viol": 0,
        "maxSlewViolCount": 0,
        "fmax_mhz": 365.3,
        "period_minus_slack_ps": 2737,
        "rsz0062_at_grt": "false",
        "worstMarginPinSlew_ps": 850.6,
        "setup_tns_ps": 0,
        "layout_setup_ws_ps": 362.9,
        "slew_headroom_pct": 43.23,
        "hold_viol_final": 0,
    },
    "cells_and_area": {
        "lay_top_count": "nand2_1",
        "syn_to_final_growth_pct": 11.77,
        "register_area_um2": 3864,
        "comb_area_um2": 5469,
        "utilization_pct": 57.20,
        "fill_cells": 1891,
        "drive_gt1_share_pct": 6.816,
        "lay_top_cells": "nand2_1 (270), a21oi_1 (195), dfxtp_1 (193), inv_1 (84), nor2_1 (74)",
    },
    "placement": {
        "hpwl_mm": 16.09,
        "dpl_worst_slack_ps": 369.8,
        "place_congestion": 0.8699,
        "io_buffers": 39,
    },
    "hold_path": {
        "min_path_cells": 2,
        "holdCritStartpoint": "stgs[6].divs.out_quotient[1]$_SDFFE_PP0P_",
        "holdPathEnd": "stgs[7].divs.out_quotient[2]$_SDFFE_PP0P_",
        "hold_class": "reg -> reg",
    },
}
synthesized netlist by cell type, drive strengths merged (5+ instances only):
master	instances
nand2	270
a21oi	196
dfxtp	193
inv	84
nor2	74
ha	58
clkbuf	53
o21ai	36
nand3	29
a211oi	28
buf	26
mux2i	18
and4	16
nand2b	16
nor3	14
xnor2	14
a31oi	12
nor4	12
a41o	10
nand4	10
a311o	8
xor2	8
a21o	7
a221oi	7
fa	7
nor2b	6
or4	5
or4b	5
sequential cells by signal, indices dropped and copies added, names as in the netlist:
| register | count |
|---|---|
| stgs.divs.out_remainder | 57 |
| stgs.divs.out_divisor | 56 |
| stgs.divs.out_quotient | 36 |
| stgs.divs.out_dividend | 28 |
| stgs.divs.out_last | 8 |
| stgs.divs.out_valid | 8 |
kinds of logic (layout without fill, tap and decap cells):
group	Yosys count	count (layout)
AND/OR/NAND/NOR	475	475
adder cells (fa/ha/maj)	65	65
XOR/XNOR	22	22
flip-flops	193	193
buffers and inverters	163	186
AND-OR/OR-AND	331	331
multiplexers	19	19
area by class of cell:
class	instances	area share, %
clock inverter	10	0.9971
inverter	84	2.823
multi-input combinational	912	48.97
sequential	193	34.60
tap	265	2.969
clock buffer	22	3.977
timing repair buffer	70	5.669
worst max-delay path, stage by stage:
cell and delay, ps:
clkdlybuf4s50_1 420, and4b_1 360, nand4_1 240, clkdlybuf4s50_1 470
power by group through the flow:
stage | Combinational [mW] | Clock [mW] | Sequential (mW)
4_1_cts | 0.532 | 2.16 | 2.55
5_1_grt | 0.590 | 2.25 | 2.55
6_report | 0.530 | 2.11 | 2.55
worst max-delay path by stage:
stage             start        to  slack, ps  cells after the start
CTS           out_ready  in_ready        380                      4
global route  out_ready  in_ready        300                      4
finish        out_ready  in_ready        360                      4
per-stage QoR:
stage | instances | total power, mW | area (µm²) | hold WS, ps
global placement | 1524 | 3.137 | 10610 | 439.3
global route | 1556 | 5.396 | 11170 | 468.5
detailed placement | 1524 | 3.136 | 10610 | 442.9
CTS | 1556 | 5.238 | 11170 | 453.7
finish | 1556 | 5.192 | 11170 | 450.9
floorplan | 1268 | 3.003 | 9992 | 420.8
metal layers:
| layer | share of wire [%] | GRT usage, % | wire length, µm |
|---|---|---|---|
| met1 | 48 | 34.32 | 10880 |
| met2 | 48 | 39.45 | 10940 |
| met3 | 2.3 | 3.020 | 515 |
| met4 | 1.2 | 2.520 | 264 |
| met5 | 0 | 0 | 0 |
Power figures rest on the tool's default switching activity, not on a simulated workload.
