File: ./design.v
`timescale 1ns/1ps
`default_nettype none
module str_sqrt_stg #(
    parameter integer RBP = 0,   
    parameter integer RDW = 4    
)(
    input  wire  clk, rst,
    input  wire  [2*RDW-1:0] remi,
    input  wire  [  RDW-1:0] rooti,
    input  wire  ilast, ivalid,
    output wire  iready,
    output logic [2*RDW-1:0] remo,
    output logic [  RDW-1:0] rooto,
    output logic olast, ovalid,
    input  wire  oready
);
    wire ish = ivalid & iready;
    wire osh = ovalid & oready;
    assign iready = osh | ~ovalid;
    always_ff @(posedge clk) begin : proc_ovalid
        if(rst)         ovalid <= 1'b0;
        else if(ish)    ovalid <= 1'b1;
        else if(oready) ovalid <= 1'b0;
    end
    generate if(RBP >= RDW)
        $fatal("Stage exceed limit.");
    endgenerate
    wire [RDW-1:0] dr = (RDW)'(1) << RBP;
    wire [2*RDW-1:0] sub = (rooti << (RBP+1)) | ((2*RDW)'(1) << (2*RBP));
    wire enough = remi >= sub;
    always_ff @(posedge clk) begin : proc_output
        if(rst) begin
            remo <= '0;
            rooto <= '0;
            olast <= 1'b0;
        end
        else if(ish) begin
            olast <= ilast;
            if(enough) begin
                remo <= remi - sub;
                rooto <= rooti | dr;
            end
            else begin
                remo <= remi;
                rooto <= rooti;
            end
        end
    end
endmodule : str_sqrt_stg
module str_sqrt #(
    parameter integer RDW = 4
)(
    input  wire              clk, rst,
    input  wire  [2*RDW-1:0] num,
    input  wire              ilast, ivalid,
    output wire              iready,
    output wire  [  RDW-1:0] sqrt,
    output wire  [2*RDW-1:0] rem,
    output wire              olast, ovalid,
    input  wire              oready
);
    wire [2*RDW-1:0] rems[RDW+1];
    wire [  RDW-1:0] root[RDW+1];
    wire [  RDW  :0] last, valid, ready;
    assign rems[RDW]  = num;
    assign root[RDW]  = '0;
    assign last[RDW]  = ilast;
    assign valid[RDW] = ivalid;
    assign iready = ready[RDW];
    generate
        for(genvar i = RDW-1; i >=0; i--) begin :stages
            str_sqrt_stg #(i, RDW) sqrt_stg(clk, rst,
                rems[i+1], root[i+1], last[i+1], valid[i+1], ready[i+1],
                rems[i],   root[i],   last[i],   valid[i],   ready[i]
            );
        end
    endgenerate
    assign sqrt     = root [0];
    assign rem      = rems [0];
    assign olast    = last [0];
    assign ovalid   = valid[0];
    assign ready[0] = oready;
endmodule
`default_nettype wire
File: ./run.sh
#!/bin/bash
# OpenROAD 26Q1-2900-gdf79404cd8, Yosys 0.63+post, stock flow scripts
make -C /OpenROAD-flow-scripts/flow DESIGN_CONFIG=/design/flow/config.mk WORK_HOME=/design/flow/orfs finish
File: ./config.mk
export PLATFORM = sky130hd
export DESIGN_NAME = str_sqrt
export DESIGN_NICKNAME = str_sqrt
export VERILOG_FILES = /design/flow/design.v
export SDC_FILE = /design/flow/constraint.sdc
export NUM_CORES = 4
export LEC_CHECK = 1
export CORE_UTILIZATION = 40
File: ./constraint.sdc
current_design str_sqrt

set clk_period 3.1
set clk_io_pct 0.2

create_clock -name clk0 -period $clk_period [get_ports {clk}]

set non_clock_inputs [all_inputs -no_clocks]
set_input_delay [expr $clk_period * $clk_io_pct] -clock clk0 $non_clock_inputs
set_output_delay [expr $clk_period * $clk_io_pct] -clock clk0 [all_outputs]
==> metrics.yaml <==
timing:
  maxSlewViolCount: 0
  setup_viol: 0
  grt_setup_unrepaired: "no"
  fin_worst_hold_slack_ns: 0.4579
  worst-slew-pin-transition_ns: 0.7012
  clock.fmax_mhz: 391.3
  timing_hold_violations_final: 0
  layout_min_cycle_time_ns: 2.556
  setup_tns_final_ns: 0
  slew_headroom_pct: 53.25
  clock_skew_ns: 0.006353
  period_used_pct: 82.44
synthesis:
  ys.warnings.count: 5
  synth_flops: 50
  synth_stat.cells: 299
  yosys.stat.chipArea_um2: 2437
  netlist_area_um2: 2437
  synth-edff-count: 0
  postSynth.topFlopCell: "sky130_fd_sc_hd__dfxtp_1"
  synth.avg_cell_area_um2: 8.152
  yosys.stat.seqShare_pct: 41.07
  synth_cell_type_count: 40
  syn_inst: 299
  async_reset_ff_share_pct: 0
grt:
  antenna_violations_before_repair: 0
  grt_max_degree: 39
  grt_overflow_total: 0
  via_count_of_the_first_global_routing_pass: 1780
  grt_first_pass_wirelength_um: 8031
  global_route.usage.total_pct: 15.99
worst_setup_path:
  critical_path.reg2reg.startpoint: "stages[1].sqrt_stg.rooto[1]"
  worst-endpoint-arrival_ns: 1.94
  crit_path_start: "oready"
  critical_path.top_delay_family: "buffers and inverters"
  cp_common_cell: "sky130_fd_sc_hd__clkdlybuf4s50_1"
  worstSetupPathType: "in -> out"
  critPathMaxFanout: 4
  path_buffers: 2
  worstPathRequired_ns: 2.48
  cpMaxStageDelayCell: "sky130_fd_sc_hd__clkdlybuf4s50_1"
  critPathCaptureType: "output pin"
  timing.critical_path.cells: "clkdlybuf4s50_1, nand4b_1, or2_1, clkdlybuf4s50_1"
  worst_path_largest_cell_delay_ns: 0.42
  worstSetupStartpointType: "input port"
power:
  p_leak_nw: 1.047
  cell_int_power_w: 0.001006
  p_comb_share_pct: 15.5
  power_frac_clock_pct: 33.8
  vdd.ir_drop.worst_mv: 0.2830
  switching_share_pct: 25.53
  p_switching_w: 0.0003448
  power.density_nw_per_um2: 469.9
  seq_power_share_pct: 50.7
drt:
  detailedRoute.firstIterationViolations: 59
  detail_route.wirelength_um: 4541
  n_antenna_cell: 0
  detail_route.drc_violations: 0
  avgRoutedWirePerCell_um: 11.41
  detail_route.first_pass.iterations: 4
  detailroute.via_count: 2005
  viasPerCell: 5.038
  route.antenna.remaining_nets: 0
worst_hold_path:
  hold_path_class: "reg -> reg"
  hold_path_startpoint: "stages[0].sqrt_stg.remo[1]"
floorplanning:
  pin_count: 28
  die-height_um: 80.06
  initial_utilization_pct: 41.41
  die_w_um: 80.06
  placeableCoreArea_um2: 5886
  placement_rows: 28
  chip_area_um2: 6410
place:
  place.port_buffers: 27
  dp.cells: 390
  routabilityCongestion: 0.8139
  dp_hpwl_um: 3273
clock_network:
  root_buffer: "sky130_fd_sc_hd__clkbuf_8"
  cts-buffers-inserted: 5
  ctsHoldBuffers: 0
  clkSinkCount: 50
  cts_setup_buffers: 0
  tritoncts_clock_tree: "yes"
  clock_latency_ns: 0.30
  cts_max_level: 2
  cts_resized: 0
  clkSlewWorstSetupHoldPaths_ns: 0.09
  buffer_depth_of_the_longest_clock_path: 2
layout:
  area_delta_synth_final_pct: 17.92
  fillerInstances: 598
  fraction_of_final_layout_cells_sized_beyond_drive_strength_1_pct: 5.263
  final-instance-count-excl-fill: 398
flow_run:
  warning_count: 28
  cap_viol_max_count: 0
outcome:
  run_status: "complete, no violations"
-- synth_stat cells, types with 2 or more instances --
library cell | n | share of area (%)
sky130_fd_sc_hd__mux2i_1 | 6 | 2.5
sky130_fd_sc_hd__nand3_1 | 9 | 1.8
sky130_fd_sc_hd__nor2_1 | 22 | 3.4
sky130_fd_sc_hd__o21ai_0 | 5 | 1.0
sky130_fd_sc_hd__nand4_1 | 2 | 0.51
sky130_fd_sc_hd__and2_1 | 4 | 1.0
sky130_fd_sc_hd__nand3b_1 | 4 | 1.2
sky130_fd_sc_hd__o21a_1 | 4 | 1.2
sky130_fd_sc_hd__nor3b_1 | 2 | 0.62
sky130_fd_sc_hd__nor2b_1 | 3 | 0.77
sky130_fd_sc_hd__clkbuf_1 | 11 | 1.7
sky130_fd_sc_hd__a211o_1 | 4 | 1.4
sky130_fd_sc_hd__or3_1 | 6 | 1.5
sky130_fd_sc_hd__nor4_1 | 3 | 0.77
sky130_fd_sc_hd__buf_2 | 2 | 0.41
sky130_fd_sc_hd__a21oi_1 | 35 | 7.2
sky130_fd_sc_hd__a211oi_1 | 8 | 2.5
sky130_fd_sc_hd__dfxtp_1 | 50 | 41
sky130_fd_sc_hd__xnor2_1 | 5 | 1.8
sky130_fd_sc_hd__inv_1 | 17 | 2.6
sky130_fd_sc_hd__nand2_1 | 51 | 7.9
sky130_fd_sc_hd__ha_1 | 12 | 6.2
sky130_fd_sc_hd__xor2_1 | 2 | 0.72
sky130_fd_sc_hd__nand2b_1 | 8 | 2.1
sky130_fd_sc_hd__a311oi_1 | 4 | 1.4
sky130_fd_sc_hd__nor3_1 | 6 | 1.2
-- registers in the layout (all words and copies together), names as in the netlist --
name                    flops
stages.sqrt_stg.remo       32
stages.sqrt_stg.rooto      10
stages.sqrt_stg.olast       4
stages.sqrt_stg.ovalid      4
-- through the flow --
stage | utilization (%) | setup slack (ns) | power, W | instance area [um^2]
3_3_place_gp | 46.96 | 0.5439 | 0.0009085 | 2764
4_1_cts | 48.83 | 0.5321 | 0.001368 | 2874
6_report | 48.83 | 0.5442 | 0.001351 | 2874
2_1_floorplan | - | 1.165 | 0.0008560 | 2437
3_5_place_dp | 46.96 | 0.5595 | 0.0009110 | 2764
5_1_grt | 48.83 | 0.4551 | 0.001431 | 2874
-- cells in the final DEF, fill, tap and decap left out, types with 2 or more instances in the layout --
| cell type | instances |
|---|---|
| sky130_fd_sc_hd__a211o_1 | 4 |
| sky130_fd_sc_hd__a211oi_1 | 8 |
| sky130_fd_sc_hd__a21oi_1 | 35 |
| sky130_fd_sc_hd__a311oi_1 | 4 |
| sky130_fd_sc_hd__and2_1 | 4 |
| sky130_fd_sc_hd__buf_4 | 3 |
| sky130_fd_sc_hd__clkbuf_8 | 5 |
| sky130_fd_sc_hd__clkdlybuf4s50_1 | 26 |
| sky130_fd_sc_hd__dfxtp_1 | 50 |
| sky130_fd_sc_hd__ha_1 | 12 |
| sky130_fd_sc_hd__inv_1 | 17 |
| sky130_fd_sc_hd__mux2i_1 | 6 |
| sky130_fd_sc_hd__nand2_1 | 51 |
| sky130_fd_sc_hd__nand2b_1 | 8 |
| sky130_fd_sc_hd__nand3_1 | 9 |
| sky130_fd_sc_hd__nand3b_1 | 4 |
| sky130_fd_sc_hd__nand4_1 | 2 |
| sky130_fd_sc_hd__nor2_1 | 22 |
| sky130_fd_sc_hd__nor2b_1 | 3 |
| sky130_fd_sc_hd__nor3_1 | 6 |
| sky130_fd_sc_hd__nor3b_1 | 2 |
| sky130_fd_sc_hd__nor4_1 | 3 |
| sky130_fd_sc_hd__o21a_1 | 4 |
| sky130_fd_sc_hd__o21ai_0 | 5 |
| sky130_fd_sc_hd__or3_1 | 6 |
| sky130_fd_sc_hd__xnor2_1 | 5 |
| sky130_fd_sc_hd__xor2_1 | 2 |
-- layer usage --
metal | routed length [um] | up-vias | global-route usage [%]
met3 | 140 | 5 | 3.230
met4 | 38 | 0 | 1.250
met2 | 2165 | 30 | 26.58
li1 | - | 1089 | -
met1 | 2195 | 881 | 22.92
met5 | 0 | - | 0
-- path summary, 6_finish.rpt --
path,endpoint,slack [ns],cells past startpoint
setup / recovery,iready,0.54,4
hold / removal,stages[0].sqrt_stg.remo[1],0.46,2
setup reg to reg,stages[0].sqrt_stg.remo[5],1.04,7
hold reg to reg,stages[0].sqrt_stg.remo[1],0.46,2
-- worst reg2reg max path, cell delays in order (launching register included) --
cell and delay, ns:
sky130_fd_sc_hd__dfxtp_1 0.36, sky130_fd_sc_hd__inv_1 0.06, sky130_fd_sc_hd__ha_1 0.32, sky130_fd_sc_hd__o21a_1 0.14, sky130_fd_sc_hd__o21a_1 0.19, sky130_fd_sc_hd__o21a_1 0.20, sky130_fd_sc_hd__or4_4 0.48, sky130_fd_sc_hd__a311oi_2 0.23
-- cell type report --
type | instances | area, um^2 | area share [%]
clock inverters | 2 | 37.54 | 1.306
flip-flops and latches | 50 | 1001 | 34.83
well taps | 75 | 93.84 | 3.265
multi-input cells | 218 | 1318 | 45.84
inverters | 17 | 63.81 | 2.220
repair buffers | 30 | 287.8 | 10.01
clock buffers | 6 | 72.57 | 2.525
-- power by group through the flow --
stage	Combinational (W)	Sequential (W)	Clock (W)
5_1_grt	0.000239	0.000689	0.000503
6_report	0.000210	0.000685	0.000456
4_1_cts	0.000212	0.000685	0.000471
-- kinds of logic after synthesis --
group / synth area share [%]
flip-flops: 41.07
buffers and inverters: 4.877
multiplexers: 2.464
AND-OR/OR-AND: 18.58
AND/OR/NAND/NOR: 24.33
adder cells (fa/ha/maj): 6.160
XOR/XNOR: 2.515
No activity file was given, so power comes from the tool's default toggle rates.
