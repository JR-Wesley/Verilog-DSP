===== flow/run.sh =====
#!/bin/bash
# OpenROAD 26Q1-2900-gdf79404cd8, Yosys 0.63+post, stock flow scripts
make -C /OpenROAD-flow-scripts/flow DESIGN_CONFIG=/design/flow/config.mk WORK_HOME=/design/flow/orfs finish

===== flow/config.mk =====
export PLATFORM = sky130hd
export DESIGN_NAME = InterpDeci
export DESIGN_NICKNAME = InterpDeci
export VERILOG_FILES = /design/flow/design.v
export SDC_FILE = /design/flow/constraint.sdc
export NUM_CORES = 4
export LEC_CHECK = 1
export CORE_AREA = 10 10 76 76
export DIE_AREA = 0 0 86 86

===== flow/constraint.sdc =====
current_design InterpDeci

set clk_period 1.6
set clk_io_pct 0.2

create_clock -name clk0 -period $clk_period [get_ports {clk}]

set non_clock_inputs [all_inputs -no_clocks]
set_input_delay [expr $clk_period * $clk_io_pct] -clock clk0 $non_clock_inputs
set_output_delay [expr $clk_period * $clk_io_pct] -clock clk0 [all_outputs]

===== flow/design.v =====
`timescale 1ns/100ps
`default_nettype none
module InterpDeci #(
    parameter integer W    = 10,
    parameter logic   HOLD =  0
)(
    input wire clk, rst, eni, eno,
    input wire signed [W-1:0] in,
    output logic signed [W-1:0] out
);
    logic signed [W-1:0] candi;
    always_ff@(posedge clk) begin
        if(rst) candi <= '0;
        else if(eni) candi <= in;
        else if(eno) candi <= HOLD ? candi : '0;
    end
    always_ff@(posedge clk) begin
        if(rst) out <= '0;
        else if(eno) out <= candi;
    end
endmodule

==> metrics.log <==
[report] implementation figures
[metrics] run status: finished, final reports clean
[metrics] remaining design rule violation count: 0
[metrics] highest fanout seen on the critical path: 2
[metrics] leakage power total: 0.446 nW
[metrics] cell count after placement: 150
[metrics] normalized max-slew margin: 82.8%
[metrics] count of input and output buffers: 23
[metrics] vias in the first global route: about 640
[metrics] count of warning messages emitted by the tools: 25
[metrics] CP startpoint kind: register
[metrics] Layout area overhead: 41.5%
[metrics] post-synthesis sequential area ratio: 48.0%
[metrics] final clock skew: a little under 0.0008 ns
[metrics] count of maximum capacitance violations: 0
[metrics] detailed router's first-iteration violation count: 20
[metrics] count of warnings emitted by yosys: 1
[metrics] area occupied by registers: 400 µm²
[metrics] mean instance size in the synthesized netlist: 10.8 µm²
[metrics] Post-CTS Setup Bufs: 0
[metrics] WP data arrival: 1.07 ns
[metrics] number of top-level pins: 24
[metrics] peak clock frequency supported by timing: between 0.7 and 0.8 GHz
[metrics] unrepaired setup endpoints after global routing: no
[metrics] clk slew on worst S/H paths: 0.07 ns
[metrics] type of the setup path with the least slack: reg -> out
[metrics] max-slew violation total from the final report: 0
[metrics] layout cells sized above 1: ~18%
[metrics] number of register bits inferred by synthesis: 20
[metrics] Buf+Inv Stages, Crit Path: 1
[metrics] chip area from the yosys synthesis statistics: 835 µm²
[metrics] final routed wire length divided by cell count: about 11 µm
[metrics] routability congestion estimate from global placement: 0.727
[metrics] clock buffers created by TritonCTS: 3
[metrics] Critical Path RT: ~1.3 ns
[metrics] Total GRT Usage: 4.73%
[metrics] sinks on the clock net: 20
[metrics] routed vias/inst: 3.95
[metrics] Worst Setup End Kind: primary output
[metrics] maximum number of pins on one net before global-route repair: 21
[metrics] sum of overflow across all layers after global routing: 0
[metrics] pwr/cell area: 874 nW/µm²
[metrics] number of antenna violations at the first check in global routing: 0
[metrics] fill cell total of the finished layout: ~430
[metrics] global-route wire length before repair: 2.92 mm
[metrics] cell area after technology mapping: 835 µm²
[metrics] via count: just over 600
[metrics] H-tree Lvls: 1
[metrics] setup slack, reg-to-reg: around 0.74 ns
[metrics] router iterations before antenna repair: 2
[metrics] Chip Footprint: 7400 µm²
[metrics] number of nets with antenna violations after routing: 0
[metrics] # Cells Yosys: just under 80
[metrics] clock network latency to the later pin of the worst-skew pair: around 0.25 ns
[metrics] cell-by-cell trace of the critical path: clkdlybuf4s50_1
[metrics] path category of the worst min-delay check: reg -> reg
[metrics] estimated wirelength of the detail-placed design: 1.31 mm
[metrics] Final Instance Count excl. Fillers: 154
[metrics] share of the clock period used by the worst path after layout: just under 90%
[metrics] kind of cell with the highest combined delay on the critical path: buffers and inverters
[metrics] Unique masters post-synth: 14
[metrics] Post-Syn Instances: 77
[metrics] combinational cell area excluding buffers and inverters: around 340 µm²
[metrics] TritonCTS clock tree: yes
[metrics] post-CTS resize count: 0
[metrics] time the final worst path needs with I/O delays and setup: approximately 1.4 ns
[metrics] Core Area: 4120 µm²
[metrics] Core Density at Floorplan: 20.3%
[metrics] floorplan die width: ~86 µm
[metrics] setup TNS: 0 ns
[metrics] slowest stage delay, CP: 0.48 ns
[metrics] highest ir drop seen on vdd: roughly 700 µV
[metrics] final tally of hold violations: 0
[metrics] Ant. Diodes: 0
[metrics] total of endpoints with negative setup slack in the final report: 0
[metrics] Max Root-Sink Buffers: 2
[metrics] number of rows in the core area: 23
[metrics] height of the die: 86 µm
[metrics] cell with the biggest individual delay on the critical path: sky130_fd_sc_hd__clkdlybuf4s50_1
[metrics] total wirelength of the detailed-routed design: 1.68 mm
[metrics] hold-fix buffer count after cts: 0
[metrics] CTS root buffer: sky130_fd_sc_hd__clkbuf_8
[metrics] worst slew pin tran: about 0.26 ns
## logic make-up after synthesis
| family | count (synthesis) | synth area share (%) |
|---|---|---|
| AOI/OAI and AO/OA | 10 | 18.1 |
| and+or+nand+nor | 22 | 10.8 |
| muxes | 10 | 12.0 |
| DFF | 20 | 48.0 |
| buffers and inverters | 15 | 11.1 |
## report_power, final
part           leakage [nW]  internal [W]  switching (W)
Combinational         0.253     0.0000797      0.0000544
Sequential            0.163      0.000518     0.00000914
Clock                0.0288      0.000218       0.000152
## Yosys cell counts
cell type                  instances  area share [%]
sky130_fd_sc_hd__o32ai_2           9              18
sky130_fd_sc_hd__mux2i_1          10              12
sky130_fd_sc_hd__dfxtp_1          20              48
sky130_fd_sc_hd__clkbuf_1          1            0.45
sky130_fd_sc_hd__nor2_1           10             4.5
sky130_fd_sc_hd__buf_6             2             2.7
sky130_fd_sc_hd__buf_2             1            0.60
sky130_fd_sc_hd__or3b_1            1             1.0
sky130_fd_sc_hd__or2_1             1            0.75
sky130_fd_sc_hd__nand2_1          10             4.5
sky130_fd_sc_hd__buf_4             1            0.90
sky130_fd_sc_hd__buf_12            1             2.4
sky130_fd_sc_hd__inv_1             9             4.0
sky130_fd_sc_hd__a21oi_1           1            0.60
## worst reg2reg max path, stage by stage (launching register included)
cell and delay (ns):
sky130_fd_sc_hd__dfxtp_1 0.32, sky130_fd_sc_hd__or3b_1 0.34, sky130_fd_sc_hd__a21oi_1 0.14
## placed cells by master (no fill, tap or decap), drive strengths merged
cell	Yosys	final
nand2	10	10
or3b	1	1
nor2	10	10
clkdlybuf4s50	0	23
mux2i	10	10
buf	5	6
dfxtp	20	20
inv	9	9
o32ai	9	9
clkbuf	1	4
or2	1	1
a21oi	1	1
## through the flow
stage                     setup WS (ns)  hold slack, ns  total power (W)  util, %  cell area [µm²]
after global routing              0.151           0.510          0.00109     28.7             1180
after global placement            0.157           0.473         0.000672     27.4             1130
after floorplan                   0.659           0.437         0.000613        -              835
after detailed placement          0.131           0.480         0.000675     27.4             1130
final                             0.212           0.486          0.00103     28.7             1180
after CTS                         0.190           0.490          0.00105     28.7             1180
## sequential cells by signal, indices dropped and copies added (netlist names)
name / cells
candi: 10
out: 10
## cell type report
class                           instances  area share, %
Timing Repair Buffer                   29           24.4
Multi-Input combinational cell         42           28.9
Tap cell                               50           5.30
Sequential cell                        20           33.9
Clock buffer                            4           4.66
Inverter                                9           2.86
## metal layers
metal | vias to the layer above | routed length, µm | global-route usage, %
met5 | - | 0 | 0
met1 | 277 | 745 | 5.54
met3 | 2 | 144 | 2.29
li1 | 314 | - | -
met4 | 0 | 6 | 0.150
met2 | 16 | 785 | 8.05
## worst paths after layout
kind                                from       end  cells past startpoint
worst max register to register  candi[7]  candi[7]                      2
worst min register to register  candi[6]  candi[6]                      2
worst min-delay path            candi[6]  candi[6]                      2
worst max-delay path              out[3]    out[3]                      1
No activity file was given, so power comes from the tool's default toggle rates.
